--- ./design.v ---
`timescale 1 ns / 1 ps
	module AXIS_Sobel_v1_0 #
	(
		parameter integer C_S00_AXIS_TDATA_WIDTH	= 32,
		parameter integer C_M00_AXIS_TDATA_WIDTH	= 32,
		parameter integer C_M00_AXIS_START_COUNT	= 32
	)
	(
		input wire  s00_axis_aclk,
		input wire  s00_axis_aresetn,
		output wire  s00_axis_tready,
		input wire [C_S00_AXIS_TDATA_WIDTH-1 : 0] s00_axis_tdata,
		input wire  s00_axis_tlast,
		input wire  s00_axis_tvalid,
		input wire  m00_axis_aclk,
		input wire  m00_axis_aresetn,
		output wire  m00_axis_tvalid,
		output wire [C_M00_AXIS_TDATA_WIDTH-1 : 0] m00_axis_tdata,
		output wire  m00_axis_tlast,
		input wire  m00_axis_tready
	);
	reg m00_axis_tvalid_reg;
	reg m00_axis_tlast_reg;
	reg [C_M00_AXIS_TDATA_WIDTH-1 : 0] m00_axis_tdata_reg;
    reg s00_axis_tready_reg;
    wire [C_M00_AXIS_TDATA_WIDTH-1 : 0] data_out;
    wire enable;
    assign enable = s00_axis_tready & s00_axis_tvalid;
    assign m00_axis_tvalid = m00_axis_tvalid_reg;
    assign m00_axis_tlast = m00_axis_tlast_reg;
    assign m00_axis_tdata = m00_axis_tdata_reg;
    assign s00_axis_tready = s00_axis_tready_reg;
    Sobel_Filter SB(m00_axis_aclk, enable , s00_axis_tdata, data_out);
    always @(posedge s00_axis_aclk)begin
        if (s00_axis_aresetn==0)begin
            s00_axis_tready_reg <= 0;
        end else begin
            s00_axis_tready_reg <= m00_axis_tready;
        end
    end
	always @(posedge m00_axis_aclk)begin
        if (m00_axis_aresetn==0)begin
            m00_axis_tvalid_reg <= 0;
            m00_axis_tlast_reg <= 0;
            m00_axis_tdata_reg <= 0;
        end else begin
            m00_axis_tvalid_reg <= s00_axis_tvalid;
            m00_axis_tlast_reg <= s00_axis_tlast;
            m00_axis_tdata_reg <=data_out;
        end
    end
endmodule
`timescale 1ns / 1ps
module Sobel_Filter(
 input clk,
 input en,
 input [31:0] stream_input,
 output [31:0] stream_output
    );
    parameter PixPerLine = 695;    
    reg signed[31:0] x[2*PixPerLine+2:0];
    reg signed[31:0] y[2*PixPerLine+2:0];
    reg signed[31:0] acc_X;
    reg signed[31:0] acc_Y;
    reg signed [31:0] abs_acc_X;
    reg signed [31:0] abs_acc_Y;
    integer i;   
    always@(posedge clk) begin
        if(en)begin    
            x[0] <= $signed(stream_input);
            y[0] <= $signed(stream_input);
            for(i=0; i<2*PixPerLine+2; i=i+1) begin
                x[i+1]<= x[i];
                y[i+1]<= y[i];
            end
            acc_X <= x[0]-x[2] + 2*(x[PixPerLine]-x[PixPerLine+2]) + x[2*PixPerLine]-x[2*PixPerLine+2];
            acc_Y <= -x[0]-2*x[1]-x[2]+x[2*PixPerLine]+2*x[2*PixPerLine+1]+x[2*PixPerLine+2];
        end
    end 
    always@(posedge clk)begin
        if(acc_X < 0) begin
            abs_acc_X = ~acc_X+1;        
        end
        else begin
            abs_acc_X = acc_X;
        end
        if(acc_Y < 0) begin
            abs_acc_Y = ~acc_Y+1;        
        end
        else begin
            abs_acc_Y = acc_Y;
        end  
    end
    assign stream_output = abs_acc_X + abs_acc_Y;
endmodule
--- ./run.sh ---
#!/bin/bash
# OpenROAD 26Q1-2900-gdf79404cd8, Yosys 0.63+post, stock flow scripts
make -C /OpenROAD-flow-scripts/flow DESIGN_CONFIG=/design/flow/config.mk WORK_HOME=/design/flow/orfs finish
--- ./config.mk ---
export PLATFORM = sky130hd
export DESIGN_NAME = AXIS_Sobel_v1_0
export DESIGN_NICKNAME = AXIS_Sobel_v1_0
export VERILOG_FILES = /design/flow/design.v
export SDC_FILE = /design/flow/constraint.sdc
export NUM_CORES = 4
export LEC_CHECK = 1
export CORE_UTILIZATION = 50
--- ./constraint.sdc ---
current_design AXIS_Sobel_v1_0

set clk_period 3714.9
set clk_io_pct 0.2

create_clock -name clk0 -period $clk_period [get_ports {m00_axis_aclk}]
create_clock -name clk1 -period $clk_period [get_ports {s00_axis_aclk}]

set non_clock_inputs [all_inputs -no_clocks]
set_input_delay [expr $clk_period * $clk_io_pct] -clock clk0 $non_clock_inputs
set_output_delay [expr $clk_period * $clk_io_pct] -clock clk0 [all_outputs]
==> impl_report.txt <==
PHYSICAL IMPLEMENTATION REPORT
----------------------------------------------------
[Critical path]
  Worst setup slack for register-to-register paths ........................ 3703.77 ns
  Cell Chain, Critical Path ........................ clkdlybuf4s50_1 -> buf_4 -> and2_4 -> buf_4 -> buf_4 -> buf_4 -> buf_4 -> buf_4 -> buf_4 -> buf_4 -> buf_4 -> buf_4 -> buf_4 -> buf_4 -> buf_4 -> buf_4 -> buf_4
  Slowest Stage Delay on Critical Path ........................ roughly 0.85 ns
  Cell occurring most often along the worst timing path ........................ buf_4
  Highest net fanout along the worst path ........................ 75
  Setup crit end kind ........................ flip-flop
  Data arrival, critical path ........................ about 750 ns
  Class of the most critical setup path ........................ primary input to flip-flop
  Cell family with most CP delay ........................ buffers and inverters
  Buf+Inv Stages, Crit Path ........................ 16
  Critical R2R Launch ........................ s00_axis_tready_reg$_SDFF_PN0_
  Required time reported for the critical path endpoint ........................ roughly 3700 ns
  Worst path slowest cell ........................ clkdlybuf4s50_1
  Critical path launch point type ........................ primary input
  Startpoint of the most critical setup path ........................ s00_axis_tvalid

[Die]
  Die Outline Area ........................ between 2000000 and 3000000 sq um
  Number of standard-cell rows in the floorplan ........................ 604
  Die Width ........................ ~1.6 mm
  Top-level I/O count ........................ around 74
  Die height ........................ around 1.6 mm
  Init Core Util ........................ between 50% and 60%
  Total core area ........................ 2700000 sq um

[Timing]
  Number of pins with negative max-slew slack in the final report ........................ 0
  Final setup vio count ........................ 0
  Clock skew after layout ........................ 0.122 ns
  Number of failing hold endpoints at the final stage ........................ 0
  Final critical-path setup slack ........................ just under 3000 ns
  RSZ-0062 raised after global routing ........................ false
  Relative slew slack ........................ roughly 27%
  Transition time of the tightest slew-check pin ........................ 1.09 ns
  Setup_tns ........................ 0 ns

[Synthesis]
  Cells taking the most area after synthesis ........................ edfxtp_1 99%, fa_1 0.32%, dfxtp_1 0.15%
  Synth cell types ........................ 61
  Most instantiated cells after synthesis ........................ 44640 x edfxtp_1, 327 x inv_1, 215 x fa_1, 129 x xnor2_1, 128 x ha_1
  Area of the synthesized netlist per yosys stat ........................ around 1400000 sq um
  Average size of a mapped cell ........................ 29.3 sq um
  Combinational family with the most area after synthesis ........................ adder cells
  Fraction of synthesized area in multiplexers ........................ less than 1%
  XOR/XNOR share of the synthesized area ........................ 0.108%
  Area fraction in full adders, half adders and majority gates ........................ less than 1%
  Top_reg_cell synth ........................ edfxtp_1
  Area fraction in compound gates after synthesis ........................ less than 1%
  Simple-Gate Area Share ........................ 0.127%
  Part of the Yosys area used for sequential elements ........................ around 100%
  Biggest area consumer among synthesized cells ........................ edfxtp_1
  Flip-flops with a built-in enable ........................ roughly 45000
  Cell count after synthesis ........................ 46247
  # Cells Yosys ........................ roughly 46000
  Netlist area before placement ........................ around 1400000 sq um
  Share of Yosys cell area claimed by the top area cell type ........................ 98.9%
  Syn. warnings ........................ 4
  Register bit total from synthesis ........................ ~45000
  Async set-or-reset flop fraction in the synthesized netlist ........................ 0%
  Synth top cell by count ........................ edfxtp_1

[Global routing]
  Antenna violations before repair ........................ 22
  GRT Resource Usage Total ........................ ~14%
  Via count of the first global-routing pass ........................ 471029
  Maximum number of pins on one net before global-route repair ........................ approximately 160
  Global-route wire length before repair ........................ roughly 2600 mm
  Global route total overflow ........................ 0

[Min path]
  Startpoint of the lowest-slack hold path ........................ SB.x[365][10]$_DFFE_PP_
  Hold/Removal Path Class ........................ flip-flop to flip-flop

[Final layout]
  Fraction of layout cells with a size suffix above 1 ........................ around an eighth
  Post-layout utilization of the core ........................ between 50% and 60%
  Area overhead of the layout relative to synthesis ........................ 14.0%
  Largest register FFs ........................ around 45000
  Register with the most flip-flops ........................ SB.x

[Job]
  Stage-log warning count ........................ around 280
  Tally of max-capacitance violations ........................ 0

[Route]
  Remaining antenna violation count ........................ 0
  Final routed wirelength across all metal layers ........................ 1600 mm
  Violation tally from detailed-route iteration zero ........................ approximately 34000
  WL per Instance ........................ 17.7 microns
  Via total after detailed routing ........................ ~440k
  Post-detailed-route via-to-cell ratio ........................ just under 5
  Length of the first detailed-routing pass in iterations ........................ 5
  Number of remaining DRC errors ........................ 0

[Placed design]
  HPWL after DPL ........................ 720 mm
  RePlAce Congestion ........................ 0.825
  Total of buffers placed on input and output ports ........................ between 70 and 80
  Pre-CTS worst setup slack ........................ 2959.28 ns

[Clocking]
  Reg clk slew, reported paths ........................ approximately 0.06 ns
  Clock root cell ........................ clkbuf_16
  Maximum clock insertion buffer count ........................ 7
  Clock tree from TritonCTS ........................ done
  Number of H-tree levels ........................ 9
  # Post-CTS Setup Buffers ........................ 0
  Clock buffers created by TritonCTS ........................ 4564

[Power and ir drop]
  Leakage power of the design ........................ around 350 nW
  Power per cell area ........................ 0.637 nW/um^2
  Peak VDD IR ........................ between 0.0000005 and 0.0000006 V

[Outcome]
  Run status ........................ finished, final reports clean

----------------------------------------------------
[routing by layer]
metal  routed length (microns)  vias to the layer above  global-route usage (%)  share of wire (%)
met4                     47400                       20                    3.51                3.0
met1                    665000                   220006                    24.7                 41
li1                          -                   199410                       -                  -
met2                    636000                    18039                    15.4                 40
met5                       214                        -                  0.0279              0.013
met3                    256000                     3840                    10.4                 16
[power by group]
group          leakage (nW)  internal [mW]  switching (mW)
Combinational          10.2        0.00145         0.00797
Clock                  67.1          0.248           0.173
Sequential              268          0.553        0.000287
[final cells by class]
class	count	area, sq um
diodes	19	47.5
multi-input cells	1171	11300
fillers	184692	1160000
repair buffers	741	6780
inverters	327	1230
flip-flops and latches	44739	1340000
clock inverters	2041	16700
clock buffers	5618	120000
well taps	36057	45100
[timing repair]
item,4_1_cts,5_1_grt
setup endpoints to repair,0,0
endpoints found under the hold margin,48,0
resized,0,0
hold buffers,1,0
[path summary, 6_finish.rpt]
kind | cells past startpoint | end
max | 17 | SB.x[1034][13]$_DFFE_PP_
min | 0 | SB.x[366][10]$_DFFE_PP_
max reg2reg | 17 | SB.x[1034][13]$_DFFE_PP_
min reg2reg | 0 | SB.x[366][10]$_DFFE_PP_
max in group clk1 | 2 | s00_axis_tready_reg$_SDFF_PN0_
min in group clk1 | 2 | s00_axis_tready_reg$_SDFF_PN0_
[kinds of logic (layout without fill, tap and decap cells)]
kind of cell               Yosys count  after routing
other                                0             19
DFF                              44739          44739
buffers and inverters              337           8727
muxes                                2              2
adders and majority gates          343            343
AOI/OAI and AO/OA                  338            338
xor gates and xnor gates           167            167
and+or+nand+nor                    321            321
[cells in the final DEF (no fill, tap or decap), types with 14 or more instances in the layout]
cell / count
bufinv_16: 278
nand3_1: 20
dfxtp_1: 99
clkinvlp_4: 84
diode_2: 19
or3_1: 14
clkbuf_1: 945
a21oi_1: 112
nor2b_1: 23
inv_1: 327
buf_4: 585
nand2_1: 63
inv_6: 70
ha_1: 127
clkinv_4: 22
xnor2_1: 129
fa_1: 215
xor2_1: 38
nand2b_1: 21
edfxtp_1: 44640
nor2_1: 73
o21bai_1: 19
a21o_1: 36
buf_12: 83
clkinv_2: 628
o31ai_1: 22
nor3_1: 26
o21ai_0: 61
clkinv_1: 943
clkbuf_16: 4670
clkdlybuf4s50_1: 71
[metrics by stage]
stage / hold slack [ns] / cell area [sq um] / instances / power [mW]
after floorplan: 0.387 / 1360000 / 46247 / 1.35
after global placement: 0.400 / 1410000 / 83034 / 0.573
after detailed placement: 0.405 / 1410000 / 83034 / 0.573
after CTS: 0.308 / 1540000 / 90694 / 0.999
after global routing: 0.323 / 1540000 / 90700 / 1.02
final: 0.314 / 1540000 / 90713 / 0.983
No activity file was given, so power comes from the tool's default toggle rates.
