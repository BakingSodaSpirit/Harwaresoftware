### run.sh
#!/bin/bash
# OpenROAD 26Q1-2900-gdf79404cd8, Yosys 0.63+post, stock flow scripts
make -C /OpenROAD-flow-scripts/flow DESIGN_CONFIG=/design/flow/config.mk WORK_HOME=/design/flow/orfs finish
### config.mk
export PLATFORM = sky130hd
export DESIGN_NAME = SobelX
export DESIGN_NICKNAME = SobelX
export VERILOG_FILES = /design/flow/design.v
export SDC_FILE = /design/flow/constraint.sdc
export NUM_CORES = 4
export LEC_CHECK = 1
export CORE_UTILIZATION = 30
### constraint.sdc
current_design SobelX

set clk_period 23.0
set clk_io_pct 0.2

create_clock -name clk0 -period $clk_period [get_ports {clk}]

set non_clock_inputs [all_inputs -no_clocks]
set_input_delay [expr $clk_period * $clk_io_pct] -clock clk0 $non_clock_inputs
set_output_delay [expr $clk_period * $clk_io_pct] -clock clk0 [all_outputs]
### design.v
`timescale 1ns / 1ps
module SobelX(
    input clk,
    input en,
    input[31:0] stream_input,
    output[31:0] stream_output
    );
    parameter PixPerLine = 695;
    reg [31:0] x[2*PixPerLine+3:0];  
    reg signed [31:0] acc; 
    reg signed [31:0] y; 
    reg [31:0] register_stream_out;
    reg [31:0] j;  
    assign stream_output= register_stream_out;  
 always @ (posedge clk) begin
    if (en == 1) begin
        acc <= x[0]-x[2]+(x[695]-x[695+2])*2+x[2*695]-x[2*695+2]; 
        y <= acc/8+128;  
        register_stream_out <= y;
        end
    else
        begin
        register_stream_out <= 255;
        end
    for(j=1; j<(2*PixPerLine+3); j=j+1)begin
         x[j] <= x[j-1];  
    end
    x[0] <= stream_input;  
   end
endmodule
==> results.json <==
{
  "status": "finished clean",
  "cts_repair_resize_count": 0,
  "track_usage_pct": 6.294,
  "hold_class": "flop to flop",
  "grt_setup_unrepaired": "false",
  "cp.depth": 29,
  "die_w_um": 1735,
  "grt_antenna_before_repair": 88,
  "globalplace.congestion": 0.7370,
  "end_kind": "flop",
  "yosys_area_um2": 901200,
  "setup_viol": 0,
  "ys_warn_count": 2,
  "slew_violations": 0,
  "clockBufferDepth": 7,
  "detail_route.wl_per_cell_um": 9.823,
  "io_buffers": 65,
  "maxCapViolCount": 0,
  "grt_pass1_wl_um": 1508000,
  "critPathKind": "flop to flop",
  "lay_top_count": "dfxtp_1",
  "skew_ns": 0.1225,
  "edf_count": 64,
  "power.share.clock_pct": 47.2,
  "cts_buffers": 4423,
  "grt_overflow": 0,
  "drive_gt1_share_pct": 12.65,
  "ff2ff_path_depth": 29,
  "cts-htree-levels": 9,
  "dr.pass1.iters": 4,
  "fp-utilization_pct": 30.07,
  "ff2ff_setup_slack_ns": 15.74,
  "worst_pin_slew_ns": 1.281,
  "async_reset_ff_share_pct": 0,
  "drt-total-wl_um": 913000,
  "core_area_um2": 2998000,
  "leakagePower_nw": 434.9,
  "rr_startpoint": "x[697][8]",
  "worstSkewPairLatency_ns": 1.63,
  "critPathLaunch": "x[697][8]",
  "rr_endpoint": "acc[31]",
  "path_max_fanout": 5,
  "p_seq_share_pct": 52.6,
  "via_per_inst": 3.172,
  "ir_drop_mv": 0.09093,
  "ff_type": "dfxtp_1",
  "drt_iter0_markers": 11510,
  "hold_violations": 0,
  "worst_ep_arrival_time_ns": 8.66,
  "die_area_um2": 3011000,
  "crit_end": "acc[31]",
  "p_sw_share_pct": 18.50,
  "crit_path_start_kind": "flop",
  "grt_pass1_vias": 289800,
  "numSynthFlops": 44670,
  "yosysSeqAreaShare_pct": 99.30,
  "syn_inst": 45490,
  "pwr_density_cell_nw_per_um2": 134.6,
  "power_switching_w": 0.02730,
  "ys_types": 56,
  "grt_max_degree": 43,
  "finish.utilization_pct": 36.58,
  "ant_nets": 0,
  "fillers": 269700,
  "combPwrFrac_pct": 0.2,
  "cts_tree": "done",
  "cts_hold_buf": 0,
  "slew_headroom_pct": 14.60,
  "mostFrequentLayoutCells": "44600 x dfxtp_1, 4535 x clkbuf_16, 836 x clkbuf_8",
  "warnings": 27,
  "drc": 0,
  "critPathBufInv": 6,
  "tns_ns": 0,
  "fp.dieH_um": 1735,
  "synth.cell_area_um2": 901200,
  "post-dp-hpwl_um": 381300,
  "period_needed_ns": 7.261,
  "clkTransAtPathRegs_ns": 0.06,
  "required_ns": 24.39,
  "yosysCellCount": 45490,
  "cts_setup_buffers": 0,
  "worst_path_most_repeated_cell": "a21o_1",
  "cts-root-buf": "clkbuf_16",
  "p_int_w": 0.1203,
  "path_delay_family": "AND-OR/OR-AND gates",
  "cts.sinks": 44670,
  "period_used_pct": 31.57,
  "max_stage_delay_ns": 0.51,
  "rows": 636,
  "avgSynthCellArea_um2": 19.81,
  "slowest_stage": "fa_1",
  "vias": 294800,
  "fmax_ghz": 0.1377,
  "syn_to_final_growth_pct": 21.66,
  "ios": 66
}
[layout make-up]
cell class | instances | area [µm²] | area share (%)
sequential | 44670 | 894900 | 81.62
clock buffer | 6138 | 127900 | 11.66
tap | 39880 | 49890 | 4.550
clock inverter | 1269 | 16240 | 1.481
multi-input combinational | 585 | 5475 | 0.4993
timing repair buffer | 104 | 1002 | 0.09140
inverter | 230 | 863.3 | 0.07874
antenna | 74 | 185.2 | 0.01689
[state kept, by name, summed over array words and instances (netlist names)]
register             cells
x                    44576
acc                     32
register_stream_out     32
y                       32
[synth_stat cells (2+ instances only)]
master / n / area (µm²)
nor2b_1: 6 / 37.54
or3_1: 5 / 31.28
nand2_1: 33 / 123.9
edfxtp_1: 64 / 1922
a311oi_1: 2 / 17.52
a21boi_0: 2 / 15.01
nand3_1: 16 / 80.08
nor2_1: 41 / 153.9
o21a_1: 14 / 105.1
nand2b_1: 19 / 118.9
a21oi_2: 2 / 17.52
nor3_1: 14 / 70.07
ha_1: 64 / 800.8
a31oi_1: 7 / 43.79
a21oi_1: 39 / 195.2
o211ai_1: 4 / 30.03
o21bai_1: 6 / 45.04
o31ai_1: 7 / 52.55
clkbuf_1: 4 / 15.01
a211oi_1: 2 / 15.01
nor4_1: 3 / 18.77
and4_1: 3 / 26.28
o311ai_1: 3 / 26.28
xnor2_1: 54 / 473.0
fa_1: 93 / 1862
a21o_1: 29 / 217.7
or2_2: 4 / 25.02
a31o_2: 2 / 17.52
inv_1: 230 / 863.3
xor2_1: 28 / 245.2
a21boi_1: 3 / 22.52
o21ai_0: 21 / 105.1
and2_1: 27 / 168.9
nand4_1: 11 / 68.82
dfxtp_1: 44610 / 893000
[per-stage QoR]
| stage | worst slack (ns) | std cells | instance area [µm²] | hold WS (ns) | total power (W) |
|---|---|---|---|---|---|
| floorplan | 17.10 | 45490 | 901200 | 0.3096 | 0.07946 |
| global placement | 15.36 | 85460 | 952100 | 0.3095 | 0.07967 |
| detailed placement | 15.79 | 85470 | 952200 | 0.3121 | 0.07967 |
| CTS | 15.72 | 92870 | 1096000 | 0.2074 | 0.1501 |
| global route | 15.30 | 92880 | 1096000 | 0.2218 | 0.1534 |
| finish | 15.74 | 92950 | 1096000 | 0.2069 | 0.1476 |
[power by group through the flow]
stage | clock, W | combinational (W) | sequential, W
final | 0.0697 | 0.000258 | 0.0777
after CTS | 0.0722 | 0.000271 | 0.0777
after global routing | 0.0755 | 0.000286 | 0.0776
[how the worst min path moves through the flow]
| stage | startpoint | end | depth (start not counted) |
|---|---|---|---|
| 6_report | x[672][0] | x[673][0] | 0 |
| 4_1_cts | x[1338][9] | x[1339][9] | 0 |
| 5_1_grt | x[672][0] | x[673][0] | 0 |
[metal layers]
layer  track usage [%]  up-vias  wire (µm)
li1                  -   150200          -
met1             11.14   135700     516300
met2             6.761     5559     290800
met3             2.281     3286      66360
met4             2.800        4      39520
met5                 0        -         18
[kinds of logic (layout without fill, tap and decap cells)]
group | count (synthesis) | count (layout) | share of synthesized area, %
flip-flops | 44670 | 44670 | 99.30
buffers and inverters | 234 | 7741 | 0.09746
AND/OR/NAND/NOR | 188 | 188 | 0.1076
adder cells (fa/ha/maj) | 157 | 157 | 0.2954
AND-OR/OR-AND | 155 | 155 | 0.1151
XOR/XNOR | 83 | 83 | 0.08219
multiplexers | 2 | 2 | 0.002360
other | 0 | 74 | 0
Power and IR drop assume default switching activity.
